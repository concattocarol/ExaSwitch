==> ./design.v <==
`timescale 1ns / 1ps
module input_buffer_first #(FIFO_DEPTH =16,
                            FIFO_WIDTH= 4,  
                            DATA_WIDTH =70)
   (
        input clk,
        input rst,
        input  [DATA_WIDTH-1:0]din,
        output [DATA_WIDTH-1:0]dout,
        input wr_en,
        input rd_en,
        output rok,
        output ack
    );
(* mark_debug = "false" *) reg [DATA_WIDTH-1:0]    buf_out;
(* mark_debug = "false" *)reg                     buf_empty, buf_full;
reg [FIFO_WIDTH :0]     fifo_counter;
(* mark_debug = "false" *)reg [FIFO_WIDTH -1:0]   rd_ptr, wr_ptr;            
reg [DATA_WIDTH-1:0]    buf_mem[FIFO_DEPTH -1 : 0];  
always @(fifo_counter)
begin
   buf_empty = (fifo_counter==0);
   buf_full = (fifo_counter== FIFO_DEPTH);
end
assign rok=(buf_empty)?1'b0:1'b1;
assign ack= (wr_en && !buf_full)?1'b1:1'b0;
always @(posedge clk)
begin
   if( rst )
       fifo_counter <= 0;
   else if( (!buf_full && wr_en) && ( !buf_empty && rd_en ) )
       fifo_counter <= fifo_counter;
   else if( !buf_full && wr_en )
       fifo_counter <= fifo_counter + 1;
   else if( !buf_empty && rd_en )
       fifo_counter <= fifo_counter - 1;
   else
      fifo_counter <= fifo_counter;
end
always @( posedge clk)
begin
   if( rst )
      buf_out <= 0;
   else
   begin
      if( rd_en && !buf_empty )
         buf_out <= buf_mem[rd_ptr];
      else
         buf_out <= buf_out;
   end
end
 assign dout=buf_out;
always @(posedge clk)
begin
   if( wr_en && !buf_full )
      buf_mem[ wr_ptr ] <= din;
   else
      buf_mem[ wr_ptr ] <= buf_mem[ wr_ptr ];
end
always@(posedge clk)
begin
   if( rst )
   begin
      wr_ptr <= 0;
      rd_ptr <= 0;
   end
   else
   begin
      if( !buf_full && wr_en )    wr_ptr <= wr_ptr + 1;
          else  wr_ptr <= wr_ptr;
      if( !buf_empty && rd_en )   rd_ptr <= rd_ptr + 1;
      else rd_ptr <= rd_ptr;
   end
end
endmodule
`timescale 1ns / 1ps
module rx_mac2router#( DATA_WIDTH=70)(
    input clk,
    input rst,
    input [63:0] data_mac,
    input [3:0]  valid_mac,
    input crc_mac,
    input transmission_done_mac,
    output  reg [DATA_WIDTH-1:0] data_router,
    output  reg val,
    input ack 
    );
       wire  rd_int;
       wire rok_int;
       wire ack_int;
       wire [DATA_WIDTH-1:0] data_fifo;
       wire wr_int;
      reg [14:0] packet_size,packet_counter;
      reg packet_finish_1,packet_finish;
      reg [3:0] valid_mac1,valid_mac4,valid_mac3,valid_mac2;
      parameter s0=3'b000, s1=3'b001,s2=3'b010,s3=3'b011,s4=3'b100, s5=3'b101,s1A=3'b110;
                  reg [2:0] state;
                  reg [2:0]next_state;
                  wire [DATA_WIDTH-1:0] data_router_int;
                  wire val_int;
                  wire tvalid_int,tlast_int;
       assign wr_int= (valid_mac==4'b0000)?1'b0:1'b1;
        input_buffer_first #(.FIFO_DEPTH (16),
                             .FIFO_WIDTH (4),
                              .DATA_WIDTH (70))
                   FIFO(
                      .clk (clk),
                      .rst (rst),
                      .din ({1'b0,1'b0,data_mac,valid_mac}),
                      .dout(data_fifo),
                      .wr_en(wr_int),
                      .rd_en(rd_int), 
                      .rok(rok_int),
                      .ack(ack_int)
                    );
          always@(posedge clk)
          begin
           if(rst==1'b1) begin
            packet_size=14'b11111111111111;
           end else begin
             if(valid_mac1==4'b0 && valid_mac!=4'b0) begin 
                packet_size=data_mac[61:48];
                if(data_mac[47:43]==5'b00000 || data_mac[47:43]==5'b00011) begin
                   packet_size=14'd4;
                  end else begin
                   packet_size=data_mac[61:48]+14'd5;  
                  end              
             end else begin
                packet_size=packet_size;
             end
           end
          end
          always@(posedge clk) begin
            if(rst==1'b1) begin
             packet_counter=14'b0;
            end else begin
              if(state==s1A) begin
                packet_counter=packet_size;
              end else if (state==s1|| state==s2 || state==s3) begin
                packet_counter=packet_counter-1'b1;
              end
              else packet_counter=14'b0;
            end
          end
          always@(posedge clk)
          begin
           if(rst==1'b1) begin  packet_finish=packet_finish_1; packet_finish_1=1'b0; end
           else begin
           if(state==s3)begin packet_finish=packet_finish_1; packet_finish_1=1'b0; end 
            else begin 
                if (packet_counter==14'b00000000000010) begin
                    packet_finish=packet_finish_1; packet_finish_1=1'b1;
                end else begin packet_finish=packet_finish_1; packet_finish_1=1'b0; end
          end
         end
        end
            always@(posedge clk)begin
                if(rst==1'b1) begin 
                 valid_mac4=4'b0;
                 valid_mac3=4'b0;
                 valid_mac2=4'b0;
                 valid_mac1=4'b0;
                end else begin
                  valid_mac4=valid_mac3;
                  valid_mac3=valid_mac2;
                  valid_mac2=valid_mac1;
                  valid_mac1=valid_mac;
                end
            end
            assign tvalid_int=data_fifo[69];
            assign tlast_int=data_fifo[68];
            always@(state, wr_int, rst, ack, packet_finish_1)
            begin : fsm_combo
            case (state)
              s0: if(wr_int==1'b1 && rst==1'b0) begin
                    next_state=s1A;
                  end
                  else begin next_state=s0; end
              s1A:next_state=s1;
              s1:if (ack==1'b1) begin next_state=s2; end
                  else begin next_state=s1; end
              s2: if(packet_finish_1==1'b1) begin  
                          next_state=s3;
                   end else begin 
                       next_state=s2;
                    end
               s3:  next_state=s0;
               s4:  next_state=s0;
               s5:  next_state=s0;
               default: next_state=s0;
             endcase
            end
            always @(posedge clk)
            begin: fsm_seg
                if(rst==1'b1) begin
                   state<=#1 s0;
                end else begin
                   state<=#1 next_state;
                end
            end
            always@(posedge clk)
            begin: output_logic
            if (rst==1'b1) begin
                val=1'b0;
            end
            else begin
              case (state)
                s0: begin 
                          end
                s1A:begin   
                          val=val_int;
                    end
                s1:begin   
                          val=val_int;
                       end
                s2: begin 
                         val=val_int; 
                      end
                s3: begin  
                          val=val_int; 
                     end
                default : begin  
                                 val=val_int; 
                          end
                endcase
              end
             end
        assign rd_int = (state==s1A)?1'b1:
                        (state==s1)?1'b1:
                        (state==s2)?1'b1:
                        (state==s3)?1'b0:
                        (state==s5)?1'b0:1'b0; 
       assign val_int =  (state==s1A)?1'b1:
                        (state==s1)?1'b1:
                        (state==s2)?1'b1:
                        (state==s3)?1'b1:
                        (state==s5)?1'b1:1'b0; 
       assign data_router_int=(state==s1)?{2'b10,data_fifo[67:0]}: 
                           (state==s2)?{2'b00,data_fifo[67:0]}:
                            (state==s3)?{2'b01,data_fifo[67:0]}:{DATA_WIDTH{1'b0}};   
       always@(posedge clk)
        begin
          if(rst==1'b1) begin  data_router={DATA_WIDTH{1'b0}};end
          else begin data_router=data_router_int; end
        end
endmodule
==> ./run.sh <==
#!/bin/bash
# OpenROAD 26Q1-2900-gdf79404cd8, Yosys 0.63+post, stock flow scripts
make -C /OpenROAD-flow-scripts/flow DESIGN_CONFIG=/design/flow/config.mk WORK_HOME=/design/flow/orfs finish
==> ./config.mk <==
export PLATFORM = sky130hd
export DESIGN_NAME = rx_mac2router
export DESIGN_NICKNAME = rx_mac2router
export VERILOG_FILES = /design/flow/design.v
export SDC_FILE = /design/flow/constraint.sdc
export NUM_CORES = 4
export LEC_CHECK = 1
export CORE_UTILIZATION = 30
==> ./constraint.sdc <==
current_design rx_mac2router

set clk_period 62.7
set clk_io_pct 0.2

create_clock -name clk0 -period $clk_period [get_ports {clk}]

set non_clock_inputs [all_inputs -no_clocks]
set_input_delay [expr $clk_period * $clk_io_pct] -clock clk0 $non_clock_inputs
set_output_delay [expr $clk_period * $clk_io_pct] -clock clk0 [all_outputs]
==> impl_metrics.yaml <==
# flow metrics
outcome:
  status: "finished clean"
logic_synthesis:
  ys_seq_frac: 0.764
  area_leaders: "edfxtp_1, mux4_2, dfxtp_1"
  async_flop_share: 0
  yosys_cells: 2290
  ys_top_cells_by_count: "edfxtp_1, mux4_2, dfxtp_1"
  synthFlopType: "edfxtp_1"
  yosys-stat-area_mm2: 0.0478
  synth_cells: 2290
  synth-edff-count: 1088
  syn-cell-area_mm2: 0.0478
  yosys_warnings: 2
  top_area_frac: 0.683
  top_cell: "edfxtp_1"
  yosysTopAreaCell: "edfxtp_1"
  ys.flops: 1280
  synth.distinct_cells: 51
  avgSynthCellArea_um2: 20.9
global_routing:
  antenna_found_initial: 15
  grt_max_degree: 66
  grt_overflow: 0
  grt_pass1_wl_um: 162000
  grt.total_usage: 0.146
  grt_pass1_vias: 24900
drt:
  initialDrtViolationCount: 1119
  wirelength_um: 109000
  ant_nets: 0
  vias: 22600
  drt-wirelength-per-cell_um: 23.2
  dr.pass1.iters: 5
  drc: 0
  via_per_inst: 4.81
clocking:
  cts_made_buffers: 140
  htree_levels: 4
  cts_root_buffer: "clkbuf_16"
  cts_hold_buf: 0
  cts_tree: "done"
  cts.reportedPaths.clkPinSlew_ns: 0.06
  cts_setup_buffers: 0
  cts_buffer_depth: 3
  clk-insertion-delay-late_ns: 0.77
  cts_sinks: 1280
  postCtsResizedCells: 0
power_and_ir_drop:
  p_per_area_mw_per_mm2: 37.4
  p_leak_nw: 17.5
  peakVddDrop_uv: 25.8
final_timing:
  rsz0062_at_grt: "false"
  max_freq_mhz: 63.0
  hold_viol: 0
  tns_ns: 0
  slew_headroom: 0.408
  finalCritPeriodShare: 0.253
  worst_pin_slew_ns: 0.886
  post-route-min-period_ns: 15.88
  setup_viol: 0
  fin_skew_ns: 0.0314
  hold_slack_ns: 0.456
  maxSlewViolCount: 0
flow_run:
  warnings: 32
  drv_cap: 0
floorplan:
  io_pins: 144
  dieArea_mm2: 0.161
  initial_utilization: 0.302
  die_height_um: 401
  core_area_mm2: 0.158
  fp.dieW_um: 401
  rows: 146
layout:
  n_fill_cell: 14400
  drive_above_1_share: 0.239
  seqCellArea_mm2: 0.0365
  syn2layout_area_growth_pct: 18.1
  comb_area_mm2: 0.0107
critical_path:
  critPathRequiredTime_ns: 63.09
  end_kind: "flop"
  rrSetupSlack_ns: 59.19
  start_kind: "primary input"
  cp_max_fo: 35
  crit_type: "primary input to flop"
  critPathArrivalTime_ns: 16.27
placement:
  hpwl_um: 58600
  gp_congestion: 0.765
  port_buffers: 141
min_path:
  min_path_type: "flop to flop"
==> worst paths after layout <==
check / from / to / cells after the start
min: FIFO.buf_out[58]$_SDFFE_PP0P_ / data_router[58]$_SDFF_PP0_ / 1
min reg2reg: FIFO.buf_out[58]$_SDFFE_PP0P_ / data_router[58]$_SDFF_PP0_ / 1
max: valid_mac[1] / FIFO.buf_mem[9][34]$_DFFE_PP_ / 8
max reg2reg: FIFO.rd_ptr[0]$_SDFFE_PP0P_ / FIFO.buf_out[21]$_SDFFE_PP0P_ / 5
==> critical path: stages <==
cell             delay, ns
clkdlybuf4s50_1       1.01
nor4_1                0.10
buf_4                 0.19
a21oi_1               0.43
nand2_1               0.34
nor2_4                0.34
buf_4                 0.64
buf_4                 0.62
==> kinds of logic after synthesis <==
kind of cell,after synthesis,share of synthesized area
AND/OR/NAND/NOR,283,0.0307
XOR/XNOR,33,0.00605
buffers and inverters,132,0.0142
adder cells (fa/ha/maj),12,0.00330
AND-OR/OR-AND,132,0.0235
flip-flops,1280,0.764
multiplexers,418,0.158
==> stage by stage <==
stage               utilization  cell area, µm²  power [mW]  setup WS, ns  cells
finish                    0.357           56500        2.11         46.82   4706
global route              0.357           56500        2.20         46.51   4705
CTS                       0.357           56500        2.14         46.80   4704
detailed placement        0.328           51800        1.32         45.96   4446
global placement          0.328           51800        1.32         46.01   4446
floorplan                     -           47800        1.24         44.34   2290
==> cell type report <==
| type | instances | share of cell area |
|---|---|---|
| sequential | 1280 | 0.647 |
| timing repair buffer | 206 | 0.0342 |
| clock buffer | 197 | 0.0687 |
| multi-input combinational | 878 | 0.190 |
| antenna | 2 | 0.0000886 |
| inverter | 10 | 0.000665 |
| tap | 2072 | 0.0459 |
| clock inverter | 61 | 0.0134 |
==> flip-flops by register name (all words and copies together), names as in the netlist <==
register,flops
FIFO.buf_mem,1088
packet_size,15
valid_mac1,4
packet_counter,15
data_router,70
FIFO.wr_ptr,4
FIFO.fifo_counter,5
val,1
packet_finish_1,1
FIFO.rd_ptr,4
FIFO.buf_out,68
state,5
==> cells in the final DEF, fill, tap and decap left out, types with 33 or more instances in the layout <==
cell type,netlist,layout
clkbuf_1,49,43
buf_4,2,62
mux2i_1,86,86
clkdlybuf4s50_1,0,140
and2_1,70,70
dfxtp_1,192,189
mux4_2,264,264
a221o_1,79,79
nand2_1,33,33
mux2_2,68,68
clkbuf_16,0,142
nor2_1,98,84
edfxtp_1,1088,1088
==> routing by layer <==
layer	wire, µm	vias up	track usage
li1	-	9863	-
met1	38500	11500	0.175
met2	55100	1114	0.234
met3	13500	177	0.0863
met4	2250	14	0.0267
met5	85	-	0
==> power by group <==
| part | leakage, nW | internal, mW | switching (mW) | total, mW |
|---|---|---|---|---|
| combinational | 3.85 | 0.153 | 0.146 | 0.299 |
| clock | 2.24 | 0.476 | 0.340 | 0.816 |
| sequential | 11.4 | 0.971 | 0.0250 | 0.996 |
| total | 17.5 | 1.60 | 0.511 | 2.11 |
Power and IR drop assume default switching activity.
