<file path="flow/design.v">
`timescale 1ns / 1ps
module tx_router2mac#(DATA_WIDTH=70)
   (
    input clk,
    input rst,
    input [DATA_WIDTH-1:0]data_router,
    input  val,
    output reg ack,
    output reg [63:0]data_mac,
    output reg [3:0]valid_mac
    );
    parameter s0=2'b00, s1=2'b10,s0a=2'b01;
        reg [1:0] state;
        reg [1:0]next_state;
        reg [64:0] data_mac_int;
        reg [3:0]valid_mac_int;
        reg ack_int;
        always@(state or val or data_router[69:68])
        begin : fsm_combo
        case (state)
          s0: if(val!=1'b0 && rst==1'b0) begin
                next_state=s0a;
              end
              else begin next_state=s0; end
          s0a: if(data_router[69]==1'b1) next_state=s1; else next_state=s0a;
          s1: if (data_router[68]==1'b0 && val==1'b1) begin next_state=s1; end
              else begin next_state=s0; end
          default: next_state=s0;
         endcase
        end
        always @(posedge clk)
        begin: fsm_seg
            if(rst==1'b1) begin
               state<=#1 s0;
            end else begin
               state<=#1 next_state;
            end
        end
        always@(posedge clk)
        begin: output_logic
        if (rst==1'b1) begin
            data_mac= 64'h0000000000000000;   
            valid_mac=4'b0000;                
            ack = 1'b0;                       
        end
        else begin
          case (state)
            s0: begin data_mac= 64'h0000000000000000;  
                      valid_mac=4'b0000;
                      ack = 1'b0;
                end
            s0a: begin
                data_mac= data_router[67:4];    
                valid_mac=data_router[3:0];              
                ack = 1'b1;  
                end
            s1: begin  data_mac= data_router[67:4];    
                       valid_mac=data_router[3:0];              
                       ack = 1'b1;                      
                end
            default : begin  data_mac= 64'h0000000000000000;    
                             valid_mac=4'b0000;                 
                             ack = 1'b0;                        
                      end
            endcase
          end
         end
endmodule
</file>
<file path="flow/run.sh">
#!/bin/bash
# OpenROAD 26Q1-2900-gdf79404cd8, Yosys 0.63+post, stock flow scripts
make -C /OpenROAD-flow-scripts/flow DESIGN_CONFIG=/design/flow/config.mk WORK_HOME=/design/flow/orfs finish
</file>
<file path="flow/config.mk">
export PLATFORM = sky130hd
export DESIGN_NAME = tx_router2mac
export DESIGN_NICKNAME = tx_router2mac
export VERILOG_FILES = /design/flow/design.v
export SDC_FILE = /design/flow/constraint.sdc
export NUM_CORES = 4
export LEC_CHECK = 1
export CORE_UTILIZATION = 40
</file>
<file path="flow/constraint.sdc">
current_design tx_router2mac

set clk_period 3.8
set clk_io_pct 0.2

create_clock -name clk0 -period $clk_period [get_ports {clk}]

set non_clock_inputs [all_inputs -no_clocks]
set_input_delay [expr $clk_period * $clk_io_pct] -clock clk0 $non_clock_inputs
set_output_delay [expr $clk_period * $clk_io_pct] -clock clk0 [all_outputs]
</file>
==> GITHUB_STEP_SUMMARY <==
## Implementation flow summary

| Metric | Value |
|---|---|
| WP buf/inv | 1 |
| Die area | 0.00530 mm² |
| Yosys Instances | 158 |
| DRC errors left | 0 |
| Tot Pwr | 1.53 mW |
| Root Driver | clkbuf_8 |
| CP Cell Sequence | clkdlybuf4s50_1 -> o21ba_4 -> and2_4 |
| Max-cap violations | 0 |
| Max-area cell share | 71.9% |
| Worst setup SP type | input pin |
| Fmax | 525 MHz |
| Setup Fix Bufs, Post-CTS | 0 |
| CP Max Fanout | 69 |
| Dominant cells by area after synthesis | dfxtp_1, and2_1, and2_4 |
| Seq cells post-synth | 72 |
| Setup violators final | 0 |
| Synth Warn # | 1 |
| Final cell count without fillers | 375 |
| Vert. Die Dim | 72.8 µm |
| Crit path kind | in2reg |
| Die width | 72.8 µm |
| Vias | 1501 |
| Reg2reg start | state[1] |
| Tmin final | 1.90 ns |
| Clk network pwr share | 38.4% |
| Clk sinks | 72 |
| Layout Utilization | 76.3% |
| Area grow syn2layout | 82.1% |
| Initial antenna violation count | 0 |
| Sw Ratio | 18.7% |
| Chip area line of the yosys report | 0.00201 mm² |
| Mux share | 0% |
| Aoi share | 1.62% |
| CTS tree | built |
| Peak supply drop | 0.272 mV |
| Logic area | 513 µm² |
| Slew headroom | 58.2% |
| Worst Setup SP | rst |
| Drt wl/cell | 11.3 µm |
| Synth Area per Inst | 12.7 µm² |
| Core box area | 0.00479 mm² |
| PostCTS Resize Cnt | 0 |
| Crit path to | data_mac[31] |
| Logic gate share of total power | 9.8% |
| Synth area leader | dfxtp_1 |
| Ports | 142 |
| CTS Buf Count | 9 |
| Setup TNS Final | 0 ns |
| Htree depth | 3 |
| Avg Vias per Cell | 4.00 |
| FF-to-FF setup slack | 2.52 ns |
| Hold_buf cts | 0 |
| First-pass GRT wire length | 6300 µm |
| Total GRT Usage | 16.2% |
| Register share after synthesis | 71.9% |
| Main logic family after synthesis | simple AND/OR/NAND/NOR gates |
| Final GP Congestion | 0.750 |
| Largest net degree at the start of global routing | 70 |
| Unique cell types | 14 |
| Pwr per Cell Area | 419 mW/mm² |
| Run status | complete, no violations |
| Port bufs | 141 |
| Detailed Place HPWL | 2970 µm |
| Drt total wl | 4230 µm |
| Dpl cells | 359 |
| Std-Cell Rows | 25 |
| ANT cells | 0 |
| Worst R2R End | data_mac[31] |
| Reg2Reg Depth | 2 |
| Vias in the first global route | 1347 |
| Clk slew on worst S/H paths | 0.06 ns |
| Pins Over Slew Limit | 0 |
| Critical Path AT | 2.17 ns |
| Max Clock Skew | 0.00979 ns |
| Share of cells above drive strength 1 | 8.12% |
| Clk latency late pin | 0.33 ns |
| Slew @ Worst Pin | 0.626 ns |
| Antenna Nets Post-Route | 0 |
| Final Cycle Share | 50.1% |
| Sequential share of power | 51.7% |
| Worst path slowest cell | o21ba_4 |
| Core Util at FP | 41.9% |
| P_int | 1.24 mW |
| Mapped cell area | 0.00201 mm² |
| Gate Count Post-Synth | 158 |
| Number of fill cells | 352 |
| WP depth | 3 |
| Largest stage delay on the critical path | 0.65 ns |
| Sw power | 0.286 mW |
| Hold Path Class | reg2reg |
| Simple share | 24.0% |
| Xor/xnor share | 0% |
| Register area | 0.00144 mm² |
| CP endpoint kind | flop |
| Pleak | 1.44 nW |
| Gr ovfl total | 0 |
| Pre-antenna DRT Iters | 5 |
| Final Hold Fails | 0 |
| Required time worst endpoint | 4.07 ns |
| RSZ-0062 raised after global routing | no |
| FA/HA/MAJ Cells, Area Fraction | 0% |
| Tool warning count | 26 |
| Clock Tree Buf Depth | 2 |
| Crit path max-delay family | AND-OR/OR-AND gates |
| Starting DRT DRC Count | 39 |
[flip-flops by register name, indices dropped and copies added, names as in the netlist]
register / cells
ack: 1
data_mac: 64
state: 3
valid_mac: 4
[stage by stage]
step / hold WS (ns) / worst slack (ns) / instance area, µm²
6_report: 0.494 / 1.90 / 3650
5_1_grt: 0.537 / 1.81 / 3650
4_1_cts: 0.491 / 1.89 / 3650
3_5_place_dp: 0.463 / 1.56 / 3450
3_3_place_gp: 0.470 / 1.59 / 3450
2_1_floorplan: 0.437 / 2.39 / 2010
[layout by cell type (no fill, tap or decap), types with 2 or more instances in the layout]
cell type,count
and2_1,58
clkbuf_8,11
a21oi_1,2
and2_4,10
clkbuf_1,2
clkdlybuf4s50_1,141
clkinv_2,2
nand2_1,3
dfxtp_1,72
[Yosys cell counts (all sizes together)]
cell type  instances
dfxtp             72
a31oi              1
nor3               1
o21ba              1
nand2              3
inv                1
and2              68
nand3b             1
nand2b             1
a21oi              2
buf                3
clkbuf             4
[metal layers]
metal	global-route usage, %	share of wire (%)
met5	0	0
met4	3.92	1.9
met3	7.28	13
met2	25.1	46
met1	21.6	39
[worst min path at each step]
| stage | startpoint | endpoint | slack [ns] | cells after the start |
|---|---|---|---|---|
| 4_1_cts | state[0] | state[2] | 0.49 | 2 |
| 5_1_grt | state[0] | state[2] | 0.54 | 2 |
| 6_report | state[0] | state[2] | 0.49 | 2 |
[cells by family after synthesis]
group,after synthesis
and+or+nand+nor,74
DFF,72
buffers and inverters,8
AOI/OAI and AO/OA,4
[power by group through the flow]
stage	clock network, mW	registers [mW]	logic (mW)
finish	0.588	0.791	0.150
global route	0.633	0.794	0.164
CTS	0.602	0.792	0.153
[final cells by class]
| type | count | area share [%] |
|---|---|---|
| tap | 67 | 2.30 |
| sequential | 72 | 39.5 |
| timing repair buffer | 141 | 38.6 |
| multi-input combinational | 78 | 14.0 |
| inverter | 1 | 0.103 |
| clock inverter | 3 | 1.10 |
| clock buffer | 13 | 4.35 |
[worst reg2reg max path, stage by stage (launching register included)]
cell and delay [ns]:
dfxtp_1 0.40, o21ba_4 0.56, and2_4 0.27
No activity file was given, so power comes from the tool's default toggle rates.
